$ cat flow/run.sh
#!/bin/bash
# OpenROAD 26Q1-2900-gdf79404cd8, Yosys 0.63+post, stock flow scripts
make -C /OpenROAD-flow-scripts/flow DESIGN_CONFIG=/design/flow/config.mk WORK_HOME=/design/flow/orfs finish
$ cat flow/config.mk
export PLATFORM = sky130hd
export DESIGN_NAME = shift_register_generic
export DESIGN_NICKNAME = shift_register_generic
export VERILOG_FILES = /design/flow/design.v
export SDC_FILE = /design/flow/constraint.sdc
export NUM_CORES = 4
export LEC_CHECK = 1
export CORE_AREA = 10 10 186 186
export DIE_AREA = 0 0 196 196
$ cat flow/constraint.sdc
current_design shift_register_generic

set clk_period 1.0
set clk_io_pct 0.2

create_clock -name clk0 -period $clk_period [get_ports {shift}]

set non_clock_inputs [all_inputs -no_clocks]
set_input_delay [expr $clk_period * $clk_io_pct] -clock clk0 $non_clock_inputs
set_output_delay [expr $clk_period * $clk_io_pct] -clock clk0 [all_outputs]
$ cat flow/design.v
package continuous_monitoring_system_pkg;
parameter XLEN = 64;
parameter RISC_V_INSTRUCTION_WIDTH = 32;
parameter AXI_DATA_WIDTH = 512;
parameter BRANCH_OPCODE = 7'b1100011;
parameter JAL_OPCODE = 7'b1101111;
parameter JALR_OPCODE = 7'b1100111;
parameter C_BRANCH_OPCODE = 2'b10;
parameter C_JAL_OPCODE = 2'b01;
parameter C_JALR_OPCODE = 2'b00;
parameter C_BRANCH_FUNCT3_2_MSB = 2'b11;
parameter C_JAL_FUNCT3_3_MSB = 3'b101;
parameter C_JALR_FUNCT4_3_MSB = 3'b100;
parameter RESYNC_TIMER_WIDTH = 8;
parameter RESYNC_TIMER_RESET_VALUE = 8'b00001010;
parameter WFI_INSTRUCTION = 32'h10500073;
parameter CTRL_ADDR_WIDTH = 8;  
parameter CTRL_DATA_WIDTH = 64;  
typedef enum logic [CTRL_ADDR_WIDTH - 1 : 0] {  
    TRIGGER_TRACE_START_ADDRESS_ENABLED,
    TRIGGER_TRACE_END_ADDRESS_ENABLED,
    TRIGGER_TRACE_START_ADDRESS,
    TRIGGER_TRACE_END_ADDRESS,
    MONITORED_ADDRESS_RANGE_LOWER_BOUND_ENABLED,
    MONITORED_ADDRESS_RANGE_UPPER_BOUND_ENABLED,
    MONITORED_ADDRESS_RANGE_LOWER_BOUND,
    MONITORED_ADDRESS_RANGE_UPPER_BOUND,
    WFI_STOPPED,
    CLK_COUNTER,
    LAST_WRITE_TIMESTAMP
    } ctrl_addr_t;
parameter CLK_COUNTER_WIDTH = 64;
parameter NO_OF_PERFORMANCE_EVENTS = 39;
parameter PERFORMANCE_EVENT_MOD_COUNTER_WIDTH = 7;
endpackage
module shift_register_generic
#(
    parameter DATA_INPUT_WIDTH = 16,
    parameter DATA_OUTPUT_WIDTH = 256
)(
    input [DATA_INPUT_WIDTH-1:0] data_in,
    input shift,
    output [DATA_OUTPUT_WIDTH-1:0] data_out
    );
    reg [DATA_OUTPUT_WIDTH-1:0] r_data_out = 0;
    assign data_out = r_data_out;
    always @(posedge shift)
    begin
        r_data_out <= (r_data_out << DATA_INPUT_WIDTH) | data_in;
    end
endmodule
==> ci_impl_report.md <==
### Flow metrics

| Metric | Value |
|---|---|
| Vias per cell | `about 3` |
| Clock sink count | `256` |
| Router iterations before antenna repair | `4` |
| Worst Path Arrival | `980 ps` |
| Peak VDD IR | `1.26 mV` |
| Pleak | `3.99 nW` |
| Reg2reg end | `r_data_out[153]$_DFF_P_` |
| Post-Syn Area | `around 0.0051 mm^2` |
| Cell Count Post-Placement | `952` |
| CP delay by family, top | `flip-flops` |
| Buf/Inv on CP | `1` |
| Ys flops | `256` |
| Failing checks | `setup timing` |
| Die Wd | `196 um` |
| Yosys Chip Area | `0.00512 mm^2` |
| Storage element area | `between 0.005 and 0.006 mm^2` |
| P per Cell Area | `between 2000 and 3000 mW/mm^2` |
| Row count | `around 64` |
| Congestion Overflow GR | `0` |
| Setup violators final | `between 200 and 300` |
| Fillcell total | `3119` |
| Synth Area per Inst | `20.0 um^2` |
| Top Registers | `r_data_out (256)` |
| Worst Path Required | `800 ps` |
| CTS H-tree lvls | `1` |
| Slew margin rel. | `88.9%` |
| Post-layout min period | `between 1000 and 1500 ps` |
| Worst-path cell chain | `buf_2` |
| Final Wtd Congestion | `0.732` |
| Hold_buf cts | `0` |
| Die height | `196 um` |
| Post-route ant nets | `0` |
| Pre-CTS setup slack | `-114 ps` |
| Core Util, Final | `between 20% and 30%` |
| Log Warnings | `27` |
| DRC Markers | `0` |
| Worst-path clk slew | `60 ps` |
| CP Capture Type | `output pin` |
| Layout overhead on the synthesized area | `72.9%` |
| GRT Util Overall | `7.30%` |
| Root buf cell | `clkbuf_16` |
| Yosys cell types | `1` |
| Port-buffer cells | `272` |
| Initial drt markers | `approximately 45` |
| Max Root-Sink Buffers | `3` |
| Synth Warn # | `1` |
| Post-Route WL | `14.7 mm` |
| Share of cells above drive strength 1 | `94.9%` |
| Wire per inst | `roughly 14 um` |
| Hold Crit Start | `data_in[1]` |
| Sequential share of the synthesized area | `100%` |
| Setup crit start kind | `flip-flop` |
| Final Max-Slew Violation Tally | `0` |
| Combinational gates | `0` |
| Critical path peak fanout | `2` |
| Gate Area | `0 um^2` |
| First-pass GRT wire length | `between 20 and 25 mm` |
| Final WS setup | `-182 ps` |
| Max-cap violations | `0` |
| Setup TNS | `-36590 ps` |
| Most instantiated logic cells after routing | `dfxtp_2 (242), buf_2 (229), buf_4 (47), clkbuf_16 (27), buf_6 (27)` |
| R2R cell count | `2` |
| Least-Margin Pin Slew | `167 ps` |
| I/O Pins | `between 200 and 300` |
| Clock Skew | `7.95 ps` |
| Post-route clock period utilization | `118%` |
| Die area | `0.0384 mm^2` |
| R2R setup slack | `approximately 330 ps` |
| Most flops, register | `r_data_out` |
| Post-Syn Instances | `256` |
| Fmax | `846 MHz` |
| Ant. Diodes | `0` |
| Crit-path slowest cell | `dfxtp_2` |
| CTS buffer count | `27` |
| Number of flip-flops in the largest register | `256` |
| Number of global-route vias before repair | `3196` |
| Pin count of the biggest net entering global routing | `15` |
| Crit path kind | `flip-flop to output pin` |
| Commonest Layout Cell | `dfxtp_2` |
| Vias | `3068` |
| CP max stage delay | `350 ps` |
| Hold Crit Endpoint | `r_data_out[1]$_DFF_P_` |
| Status | `finished, violations left` |
| Clock Latency Late Sink | `530 ps` |
| Initial antenna violation count | `0` |
| Hold depth | `1` |
| Reg-to-reg critical path startpoint | `r_data_out[137]$_DFF_P_` |
| Non-Filler Instances | `1018` |
| Fp util | `16.8%` |
| Final hold vios | `0` |
| Cell count in the Yosys report | `between 200 and 300` |
| RSZ-0062 raised after global routing | `true` |
| Worst hold path type | `primary input to flip-flop` |
| CTS tree | `done` |
| Core Area | `0.0306 mm^2` |
[stage by stage]
stage / instance area, um^2 / hold slack, ps / power (mW)
finish: 8860 / 106 / 22.6
detailed placement: 8550 / 334 / 12.4
global route: 8860 / 75.4 / 23.6
CTS: 8770 / 66.4 / 23.0
floorplan: 5120 / 228 / 11.0
global placement: 8550 / 331 / 12.4
[cell families (layout without fill, tap and decap cells)]
family	Yosys count	after routing	share of synthesized area, %
DFF	256	256	100
buffers and inverters	0	366	0
[routing by layer]
layer / up-vias / track usage, % / routed length (um)
li1: 1508 / - / -
met5: - / 0 / 0
met1: 1379 / 7.85 / 5230
met4: 0 / 2.40 / 530
met3: 29 / 3.36 / 1590
met2: 152 / 12.5 / 7320
[cell usage after synthesis]
library cell	n	area share, %
dfxtp_1	256	100
[report_power, final]
group	switching (mW)	internal (mW)
combinational	0.202	0.566
sequential	0.223	10.9
clock	3.96	6.78
[how the worst max path moves through the flow]
stage	from	slack, ps	depth (start not counted)	end
finish	r_data_out[89]$_DFF_P_	-180	1	data_out[89]
global route	r_data_out[89]$_DFF_P_	-250	1	data_out[89]
CTS	r_data_out[89]$_DFF_P_	-250	1	data_out[89]
[layout make-up]
| type | instances | share of cell area, % |
|---|---|---|
| well taps | 396 | 5.59 |
| clock inverters | 14 | 2.67 |
| flip-flops and latches | 256 | 61.3 |
| clock buffers | 33 | 8.33 |
| repair buffers | 319 | 22.2 |
[timing repair]
action	CTS	global route
buffers inserted	16	3
endpoints found under the hold margin	0	0
resized	1101	14
setup endpoints to repair	256	256
pin swaps	0	0
No activity file was given, so power comes from the tool's default toggle rates.
