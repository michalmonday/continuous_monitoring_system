### config.mk
export PLATFORM = sky130hd
export DESIGN_NAME = async_fifo_comparator
export DESIGN_NICKNAME = async_fifo_comparator
export VERILOG_FILES = /design/flow/design.v
export SDC_FILE = /design/flow/constraint.sdc
export NUM_CORES = 4
export LEC_CHECK = 1
export CORE_UTILIZATION = 40
### design.v
package continuous_monitoring_system_pkg;
parameter XLEN = 64;
parameter RISC_V_INSTRUCTION_WIDTH = 32;
parameter AXI_DATA_WIDTH = 512;
parameter BRANCH_OPCODE = 7'b1100011;
parameter JAL_OPCODE = 7'b1101111;
parameter JALR_OPCODE = 7'b1100111;
parameter C_BRANCH_OPCODE = 2'b10;
parameter C_JAL_OPCODE = 2'b01;
parameter C_JALR_OPCODE = 2'b00;
parameter C_BRANCH_FUNCT3_2_MSB = 2'b11;
parameter C_JAL_FUNCT3_3_MSB = 3'b101;
parameter C_JALR_FUNCT4_3_MSB = 3'b100;
parameter RESYNC_TIMER_WIDTH = 8;
parameter RESYNC_TIMER_RESET_VALUE = 8'b00001010;
parameter WFI_INSTRUCTION = 32'h10500073;
parameter CTRL_ADDR_WIDTH = 8;  
parameter CTRL_DATA_WIDTH = 64;  
typedef enum logic [CTRL_ADDR_WIDTH - 1 : 0] {  
    TRIGGER_TRACE_START_ADDRESS_ENABLED,
    TRIGGER_TRACE_END_ADDRESS_ENABLED,
    TRIGGER_TRACE_START_ADDRESS,
    TRIGGER_TRACE_END_ADDRESS,
    MONITORED_ADDRESS_RANGE_LOWER_BOUND_ENABLED,
    MONITORED_ADDRESS_RANGE_UPPER_BOUND_ENABLED,
    MONITORED_ADDRESS_RANGE_LOWER_BOUND,
    MONITORED_ADDRESS_RANGE_UPPER_BOUND,
    WFI_STOPPED,
    CLK_COUNTER,
    LAST_WRITE_TIMESTAMP
    } ctrl_addr_t;
parameter CLK_COUNTER_WIDTH = 64;
parameter NO_OF_PERFORMANCE_EVENTS = 39;
parameter PERFORMANCE_EVENT_MOD_COUNTER_WIDTH = 7;
endpackage
`timescale 1ns/10ps
module async_fifo
#(
    parameter DATA_DEPTH = 8,
    parameter DATA_WIDTH = 32
)(
    input clk,
    input rst_n,
    input rd_en,
    input wr_en,
    input [DATA_WIDTH - 1:0] wr_data,
    output [DATA_WIDTH - 1:0] rd_data,
    output full,
    output empty,
    output half
);
    reg [$clog2(DATA_DEPTH):0] counter;
    reg [DATA_WIDTH - 1:0] data [0:DATA_DEPTH - 1];
    reg [$clog2(DATA_DEPTH) - 1:0] wr_ptr;
    reg [$clog2(DATA_DEPTH) - 1:0] rd_ptr;
    assign full = (counter == DATA_DEPTH);
    assign empty = (counter == 0);
    assign half = (counter <= (DATA_DEPTH / 2));
    assign rd_data = data[rd_ptr];
    initial begin
        counter <= 0;
        wr_ptr <= 0;
        rd_ptr <= 0;
    end
    always @(posedge clk or negedge rst_n) begin
        if(!rst_n) begin
           wr_ptr <= 0; 
        end
        else if(!full & wr_en) begin
            wr_ptr <= wr_ptr + 1;
            data[wr_ptr] <= wr_data;
        end
    end
    always @(posedge clk or negedge rst_n) begin
        if(!rst_n) begin
           rd_ptr <= 0; 
        end
        else if(!empty & rd_en) begin
            rd_ptr <= rd_ptr + 1;
        end
    end
    always @(posedge clk or negedge rst_n) begin
        if(!rst_n) begin
            counter <= 0;
        end
        else begin
            case({rd_en, wr_en})
            2'b00: counter <= counter;
            2'b11: begin
                if(empty) begin
                    counter <= counter + 1;
                end
            end
            2'b01: begin
                if(!full) begin
                    counter <= counter + 1;
                end
            end
            2'b10: begin
                if(!empty) begin
                    counter <= counter - 1;
                end
            end
            endcase
        end
    end
endmodule
module async_fifo_comparator
#(
    parameter DATA_DEPTH = 8,
    parameter DATA_WIDTH = 32
)(
    input clk,
    input rst_n,
    input rd_en,
    input wr_en,
    input [DATA_WIDTH - 1:0] wr_data,
    output [DATA_WIDTH - 1:0] rd_data,
    output full,
    output empty,
    output half,
    input [4:0] i_rs1,
    input [4:0] i_rs2,
    input i_rs1en,
    input i_rs2en,
    output o_result
);
    reg [$clog2(DATA_DEPTH):0] counter;
    reg [DATA_WIDTH - 1:0] data [0:DATA_DEPTH - 1];
    reg [$clog2(DATA_DEPTH) - 1:0] wr_ptr;
    reg [$clog2(DATA_DEPTH) - 1:0] rd_ptr;
    reg rd_valid [DATA_DEPTH - 1:0];
    reg wr_valid [DATA_DEPTH - 1:0];
    wire [DATA_DEPTH - 1:0] valid;
    wire [DATA_DEPTH - 1:0] rs1_valid;
    wire [DATA_DEPTH - 1:0] rs2_valid;
    assign full = (counter == DATA_DEPTH);
    assign empty = (counter == 0);
    assign half = (counter <= (DATA_DEPTH / 2));
    assign rd_data = data[rd_ptr];
    assign o_result = (|{rs1_valid} & i_rs1en & (i_rs1 != 0)) | (|{rs2_valid} & i_rs2en & (i_rs2 != 0));
    genvar i;
    generate for(i = 0; i < DATA_DEPTH; i = i + 1) begin
        assign valid[i] = rd_valid[i] ^ wr_valid[i];
        assign rs1_valid[i] = (i_rs1 == data[i]) & valid[i];
        assign rs2_valid[i] = (i_rs2 == data[i]) & valid[i];
    end     
    endgenerate
    integer j;
    initial begin
        counter <= 0;
        wr_ptr <= 0;
        rd_ptr <= 0;
        for(j = 0; j <= DATA_DEPTH; j = j + 1) begin: label0
            data[j] <= 0;
            rd_valid[j] <= 0;
            wr_valid[j] <= 0;
        end
    end
    always @(posedge clk or negedge rst_n) begin
        if(!rst_n) begin
            wr_ptr <= 0;
            for(j = 0; j <= DATA_DEPTH; j = j + 1) begin
                wr_valid[j] <= 0;
            end
        end
        else if(!full&  & wr_en) begin
            wr_ptr <= wr_ptr + 1;
            data[wr_ptr] <= wr_data;
            wr_valid[wr_ptr] <= ~wr_valid[wr_ptr];
        end
    end
    always @(posedge clk or negedge rst_n) begin
        if(!rst_n) begin
           rd_ptr <= 0; 
            for(j = 0; j <= DATA_DEPTH; j = j + 1) begin
                rd_valid[j] <= 0;
            end
        end
        else if(!empty & rd_en) begin
            rd_ptr <= rd_ptr + 1;
            rd_valid[rd_ptr] <= ~rd_valid[rd_ptr];
        end
    end
    always @(posedge clk or negedge rst_n) begin
        if(!rst_n) begin
            counter <= 0;
        end
        else begin
            case({rd_en, wr_en})
            2'b00, 2'b11: counter <= counter;
            2'b01: begin
                if(!full) begin
                    counter <= counter + 1;
                end
            end
            2'b10: begin
                if(!empty) begin
                    counter <= counter - 1;
                end
            end
            endcase
        end
    end
endmodule
module sync_fifo2
#(
    parameter DATA_DEPTH = 8,
    parameter DATA_WIDTH = 32
)(
    input clk,
    input rst_n,
    input rd_en,
    input wr_en,
    input [DATA_WIDTH - 1:0] wr_data,
    output [DATA_WIDTH - 1:0] rd_data,
    output full,
    output empty,
    output half,
    output reg [$clog2(DATA_DEPTH):0] counter
);
    reg [DATA_WIDTH - 1:0] data [0:DATA_DEPTH - 1];
    reg [$clog2(DATA_DEPTH) - 1:0] wr_ptr;
    reg [$clog2(DATA_DEPTH) - 1:0] rd_ptr;
    assign full = (counter == DATA_DEPTH);
    assign empty = (counter == 0);
    assign half = (counter <= (DATA_DEPTH / 2));
    assign rd_data = data[rd_ptr];
    initial begin
        counter <= 0;
        wr_ptr <= 0;
        rd_ptr <= 0;
    end
    always @(posedge clk) begin
        if(!rst_n) begin
           wr_ptr <= 0; 
        end
        else if(!full & wr_en) begin
            wr_ptr <= wr_ptr + 1;
            data[wr_ptr] <= wr_data;
        end
    end
    always @(posedge clk) begin
        if(!rst_n) begin
           rd_ptr <= 0; 
        end
        else if(!empty & rd_en) begin
            rd_ptr <= rd_ptr + 1;
        end
    end
    always @(posedge clk) begin
        if(!rst_n) begin
            counter <= 0;
        end
        else begin
            case({rd_en, wr_en})
            2'b00: counter <= counter;
            2'b11: begin
                if(empty) begin
                    counter <= counter + 1;
                end
            end
            2'b01: begin
                if(!full) begin
                    counter <= counter + 1;
                end
            end
            2'b10: begin
                if(!empty) begin
                    counter <= counter - 1;
                end
            end
            endcase
        end
    end
endmodule
### run.sh
#!/bin/bash
# OpenROAD 26Q1-2900-gdf79404cd8, Yosys 0.63+post, stock flow scripts
make -C /OpenROAD-flow-scripts/flow DESIGN_CONFIG=/design/flow/config.mk WORK_HOME=/design/flow/orfs finish
### constraint.sdc
current_design async_fifo_comparator

set clk_period 4.5
set clk_io_pct 0.2

create_clock -name clk0 -period $clk_period [get_ports {clk}]

set non_clock_inputs [all_inputs -no_clocks]
set_input_delay [expr $clk_period * $clk_io_pct] -clock clk0 $non_clock_inputs
set_output_delay [expr $clk_period * $clk_io_pct] -clock clk0 [all_outputs]
==> flow_summary.ini <==
; implementation run metrics
[logic_synthesis]
postSynthSeqShare = 0.663
ys.flops = 282
ys_cells = 883
yosys-stat-area_mm2 = 0.0126
syn_avg_cell_area_um2 = 14.2
netlist-cell-type-count = 46
synthesis.area_mm2 = 0.0126
yosysMostFrequentCell = edfxtp_1
ff_type = edfxtp_1
common_cells = edfxtp_1, nand2_1, mux2_2
top_area_frac = 0.611
edf_count = 256
area_leaders = edfxtp_1, dfrtp_1, mux2_2, xnor2_1, xor2_1
synth_area_leader_cell = edfxtp_1
postSynthCellCount = 883
ys_async_sr_fraction = 0.0922
yosysWarningCount = 4

[final_timing]
grt_setup_unrepaired = no
max-slew-margin-rel = 0.510
fmax_ghz = 0.238
finalClockPeriodUsage = 0.932
clock_skew_ns = 0.0258
worstMarginPinSlew_ns = 0.736
final_max_slew_viol_count = 0
finalHoldViolCount = 0
fin_crit_ns = 4.19
setup-violations-final = 0
setup_ws_ns = 0.307
tns_ns = 0

[worst_setup_path]
crit_type = register to primary output
r2r.worst_path.cells = 6
critPathLaunchType = register
r2r_start = counter[0]
end_kind = primary output
worst-path-max-fanout = 34
cp.required_ns = 3.60
arrival_ns = 3.29
timing.rr.end = data[0][19]
reg2reg_slack_ns = 1.94

[min_path]
holdPathStages = 1
hold_end = counter[3]
hp-start = counter[3]
worst_hold_path_type = register to register

[layout]
stdcell_area_mm2 = 0.0151
fin_cells = 1387
area_growth_syn_to_layout_pct = 19.7
drive_gt1_frac = 0.143
post-route-util = 0.490
num-fill-cells = 2629

[global_routing]
track_usage = 0.231
gr-usage-met3 = 0.0997
grt_use_met2 = 0.336
antenna_found_initial = 0
grt_pass1_wl_um = 50300
grt_max_degree = 44
grt_pass1_vias = 8371
globalRouteMet1Util = 0.350
overflow = 0
gr-max-usage-layer = met1

[clock_tree]
h-tree-depth = 1
cts_root_buffer = clkbuf_16
cts.path.max_buffers = 3
insertion_delay_ns = 0.56
cts_tree = built
cts_setup_buffers = 0
clk_pin_slew_ns = 0.06
clock_sinks = 282
numCtsBuffers = 30

[placed_design]
place_congestion = 0.950
placed_area_mm2 = 0.0139
hpwl_um = 21900
place_inst = 1331
portBuffers = 83
dp_slack_ns = 0.348

[floorplanning]
die_x_um = 179
die-area_mm2 = 0.0322
initCoreUtil = 0.409
fp-row-count = 64
coreArea_mm2 = 0.0307
die_h_um = 179
ioPinCount = 84

[drt]
diodes = 0
first_pass_iters = 25
drtIter0Drc = 804
post-route-drc-count = 0
drt-wirelength-per-cell_um = 24.1
num_vias = 8026
drt-total-wl_um = 33400
drt-vias-per-instance = 5.79
antenna_left = 0

[outcome]
status = complete, no violations

[pwr]
pwr_density_cell_mw_per_mm2 = 627
vdd_drop_max_v = 0.000364
leakage_nw = 4.79

[flow_run]
maxCapViolCount = 0
tool_warnings = 33
## worst max-delay path by stage
stage                     start     endpoint  slack [ns]  cells after the start
final                 rd_ptr[2]  rd_data[27]        0.31                      6
after global routing  rd_ptr[2]   rd_data[6]        0.16                      7
after CTS             rd_ptr[0]  rd_data[27]        0.08                      8
## state kept, by name, indices dropped and copies added, names as in the netlist
| signal | cells |
|---|---|
| rd_ptr | 3 |
| wr_valid | 8 |
| data | 256 |
| wr_ptr | 3 |
| rd_valid | 8 |
| counter | 4 |
## cell type report
class	instances	area, um^2	area share
multi-input cells	539	4010	0.266
inverters	10	37.5	0.00249
well taps	396	495	0.0329
flip-flops and latches	282	8340	0.554
clock inverters	23	399	0.0265
clock buffers	33	762	0.0506
repair buffers	104	1010	0.0673
## through the flow
stage               hold slack [ns]  total power [mW]
global route                  0.595              9.96
floorplan                     0.500              5.11
global placement              0.550              6.63
finish                        0.561              9.44
CTS                           0.560              9.51
detailed placement            0.551              6.63
## cell usage in the layout (no fill, tap or decap), drive strengths merged, types with 14 or more instances in the layout
cell type        n
edfxtp         256
clkdlybuf4s50   83
nand2           70
mux2            64
xnor2           52
nor4            50
nor2            44
xor2            42
a222oi          34
clkbuf          33
a41oi           28
nor3            26
dfrtp           26
buf             21
nand3           18
nand4           16
a21oi           14
ha              14
## report_power, final
group	internal (mW)	total (mW)	leakage, nW	switching, mW
clock network	1.81	2.84	0.552	1.04
logic	1.56	3.19	1.63	1.63
registers	3.16	3.41	2.61	0.246
total	6.53	9.44	4.79	2.91
## metal layers
metal  up-vias  part of all wire
met2       411              0.45
met4         0             0.023
met1      3896              0.42
met5         -                 0
met3        47              0.11
li1       3672                 -
## kinds of logic after synthesis
logic type | share of synthesized area
flops | 0.663
mux | 0.0594
compound gates | 0.0805
fa+ha+maj | 0.0155
xor+xnor | 0.0655
buf+inv | 0.0229
simple gates | 0.0932
## worst max-delay path, stage by stage (launching register included)
cell             delay, ns
dfrtp_2               0.46
buf_4                 0.42
buf_4                 0.52
mux2_2                0.25
nand2_1               0.06
a41oi_1               0.43
clkdlybuf4s50_1       0.58
## repair_timing
item	in CTS	in global routing
resized	0	2
setup endpoints to repair	0	23
hold endpoints to repair	0	0
hold buffers	0	0
Power and IR drop assume default switching activity.
